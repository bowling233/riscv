$ cat ./config.mk
export PLATFORM = sky130hd
export DESIGN_NAME = VgaController
export DESIGN_NICKNAME = VgaController
export VERILOG_FILES = /design/flow/design.v
export SDC_FILE = /design/flow/constraint.sdc
export NUM_CORES = 4
export LEC_CHECK = 1
export CORE_UTILIZATION = 30
$ cat ./run.sh
#!/bin/bash
# OpenROAD 26Q1-2900-gdf79404cd8, Yosys 0.63+post, stock flow scripts
make -C /OpenROAD-flow-scripts/flow DESIGN_CONFIG=/design/flow/config.mk WORK_HOME=/design/flow/orfs finish
$ cat ./constraint.sdc
current_design VgaController

set clk_period 3.7
set clk_io_pct 0.2

create_clock -name clk0 -period $clk_period [get_ports {clk}]

set non_clock_inputs [all_inputs -no_clocks]
set_input_delay [expr $clk_period * $clk_io_pct] -clock clk0 $non_clock_inputs
set_output_delay [expr $clk_period * $clk_io_pct] -clock clk0 [all_outputs]
$ cat ./design.v
`timescale 1ns / 1ps
module VgaController(
    input wire clk,
    input wire rst,
    output wire [9:0] vga_x,
    output wire [8:0] vga_y,
    output reg hs,
    output reg vs,
    output wire video_on
);
    reg [9:0] h_count;
    reg [9:0] v_count;
    initial begin
        h_count <= 10'b0;
        v_count <= 10'b0;
    end
    always @(posedge clk) begin
        if (rst) begin
            h_count <= 10'b0;
        end else if (h_count == 10'd799) begin
            h_count <= 10'b0;
        end else begin
            h_count <= h_count + 1;
        end
    end
    always @(posedge clk) begin
        if (rst) begin
            v_count <= 10'b0;
        end else if (h_count == 10'd799) begin
            if (v_count == 10'd524) begin
                v_count <= 10'b0;
            end else begin
                v_count <= v_count + 1;
            end
        end
    end
    localparam HS_1 = 96;
    localparam VS_1 = 2;
    localparam HS_2 = 147;
    localparam VS_2 = 35;
    localparam WIDTH = 640;
    localparam HEIGHT = 480;
    wire h_sync, v_sync;
    assign h_sync = (h_count >= HS_1);
    assign v_sync = (v_count >= VS_1);
    assign video_on = (h_count >= HS_2)
                   && (h_count < HS_2 + WIDTH)
                   && (v_count > VS_2)
                   && (v_count < VS_2 + HEIGHT);
    assign vga_x = video_on ? h_count - HS_2 : 10'd0;
    assign vga_y = video_on ? v_count - VS_2 : 9'd0;
    always @(posedge clk) begin
        if (rst) begin
            hs <= 1;
            vs <= 1;
        end else begin
            hs <= h_sync;
            vs <= v_sync;
        end
    end
endmodule
==> GITHUB_STEP_SUMMARY <==
### Flow metrics

| Metric | Value |
|---|---|
| Count of tool warnings | 29 |
| Rel. slew slack | about 55% |
| Die Height | ~74 um |
| CP Cell Sequence | ha_1, o31a_1, o21a_1, nor3_2, buf_4, nor4_1, clkdlybuf4s50_1 |
| Max Root-Sink Buffers | 2 |
| P_sw | 90.92 uW |
| Routed WL | 3569 um |
| Reg2Reg Setup Slack | 1310 ps |
| Slew @ Worst Pin | 672.4 ps |
| Hold_ws | 537.2 ps |
| Switching Share | 21.96% |
| Initial antenna violation count | 0 |
| Fin. Hold Viols | 0 |
| Worst Setup End Kind | primary output |
| Via density per instance | 5.106 |
| Post-synth top area share | 28.12% |
| Setup TNS | 0 ps |
| Number of cells in Yosys stat | 197 |
| Seq share, synth | 28.12% |
| Layout cells sized above 1 | about 6.8% |
| Main synth FF type | dfxtp_1 |
| Layout fillers | 523 |
| Critical path fanouts, max | 8 |
| GRT Resource Usage Total | 14.12% |
| Asr flop ratio synth | 0% |
| Final ANT Viol Nets | 0 |
| Num CTS Buffers | 3 |
| Bufs and invs on worst path | 2 |
| Die footprint | 0.005515 mm2 |
| Clock power frac | 35.5% |
| Grt total ovfl | 0 |
| FF+latch count, synth | 22 |
| DRC viols | 0 |
| Clock-pin slew on the worst setup and hold paths | ~80 ps |
| Fin. max-slew vios | 0 |
| Sequential power share | 59.5% |
| P&R area growth vs syn | 18.45% |
| Row Count | 25 |
| Leak | 0.6315 nW |
| Largest cells by area | dfxtp_1 (28%), nor3_1 (7.7%), xor2_1 (5.6%), xnor2_1 (5.0%), ha_1 (4.0%) |
| CP Class | reg2out |
| Drt first pass iters | 4 |
| CTS root buf | clkbuf_8 |
| Yosys stat chip area | 0.001567 mm2 |
| Critical path launch point type | register |
| Critical-path top delay cell | clkdlybuf4s50_1 |
| Status | finished clean |
| Antenna Cells | 0 |
| Pin count of the biggest net entering global routing | 18 |
| Port-buffer cells | 23 |
| DR WL/cell | 13.03 um |
| Combinational share of power | ~5.0% |
| First-pass GRT wire length | 6058 um |
| Reg area | around 440 um2 |
| Clk latency of the worst-skew pair | 260 ps |
| Synth warn | 1 |
| Logic area | 0.001015 mm2 |
| Min-Delay Path Class | reg2reg |
| Avg Inst Size Synth | 7.952 um2 |
| H-tree Lvls | 1 |
| Maximum achievable frequency | 286.7 MHz |
| Post-synth top cells | nor3_1 (24), dfxtp_1 (22), a21oi_1 (12) |
| Most frequent cell after synthesis | nor3_1 |
| Period utilization | 94.26% |
| Routability cong. | approximately 0.9 |
| Fp util | 32.10% |
| Die width | around 74 um |
| DR iter-0 viols | 97 |
| Minimum clock period | 3488 ps |
| Peak supply drop | approximately 0.000099 V |
| Syn Inst Count | about 200 |
| Post-Synthesis Cell Area | 0.001567 mm2 |
| RSZ-0062 raised after global routing | false |
| Core area | 0.004880 mm2 |
| Clock Skews | about 4.3 ps |
| CTS tree | yes |
| Pint | 323.1 uW |
| Crit path arrival time | 2750 ps |
| CTS sink cnt | 22 |
| Crit path required time | 2960 ps |
| PwrDens | 223.1 mW/mm2 |
| Vias in the first global route | 1212 |
| CP top delay family | buffers and inverters |
| Final setup vio count | 0 |
| Largest area contributor in the netlist | dfxtp_1 |
| DR vias | 1399 |
| Post-CTS Hold Buffers | 0 |
| EDFF count, synth | 0 |
| Unique cell types | 46 |
| I/O pin cnt | 24 |
| Number of max-cap violations | 0 |
| CP peak stage delay | 530 ps |
| Post-DP HPWL | 2510 um |
==> metrics by stage <==
step | area (um2) | utilization [%] | cells | power (mW) | worst slack [ps]
floorplan | 1567 | - | 197 | 0.2654 | 1169
global placement | 1810 | 37.10 | 271 | 0.2725 | 489.5
CTS | 1852 | 37.95 | 274 | 0.4219 | 103.7
global route | 1856 | 38.03 | 274 | 0.4359 | 105.4
finish | 1856 | 38.03 | 274 | 0.4140 | 212.2
detailed placement | 1810 | 37.10 | 271 | 0.2724 | 417.2
==> path summary, 6_finish.rpt <==
kind           endpoint  depth (start not counted)        from
max            vga_x[4]                          7  h_count[0]
min          v_count[9]                          2  v_count[9]
max reg2reg  v_count[6]                          5  h_count[0]
min reg2reg  v_count[9]                          2  v_count[9]
==> layout make-up <==
| class | count | share of cell area, % |
|---|---|---|
| flip-flops and latches | 22 | 23.74 |
| clock buffers | 3 | 2.225 |
| multi-input cells | 151 | 54.69 |
| well taps | 67 | 4.518 |
| repair buffers | 27 | 14.03 |
| inverters | 4 | 0.8092 |
==> cell usage in the layout, fill, tap and decap left out, types with 2 or more instances in the layout <==
master | synthesis | routed
or4b_1 | 2 | 2
nor4_1 | 9 | 9
ha_1 | 5 | 5
a21oi_1 | 12 | 12
nand2b_1 | 2 | 2
clkbuf_8 | 0 | 3
clkdlybuf4s50_1 | 0 | 23
o31a_1 | 2 | 2
nor3b_1 | 3 | 3
inv_1 | 4 | 4
o21bai_1 | 2 | 2
a31oi_1 | 2 | 2
nor2b_1 | 3 | 3
o41ai_1 | 3 | 3
mux2i_1 | 2 | 2
and4_1 | 2 | 2
buf_4 | 0 | 4
nand3_1 | 9 | 9
nor3_2 | 2 | 2
and3_1 | 2 | 2
nor2_1 | 11 | 11
xor2_1 | 10 | 10
nor3_1 | 24 | 24
xnor2_1 | 9 | 9
a311oi_1 | 2 | 2
nand2_1 | 11 | 11
dfxtp_1 | 22 | 22
nand4_1 | 4 | 4
o31ai_1 | 2 | 2
==> worst register-to-register path, cell delays in order, from the launching register on <==
cell     delay, ps
dfxtp_1        500
ha_1           380
nand4_2        240
or3_1          520
or4_4          560
a21oi_2        130
==> routing by layer <==
layer  global-route usage, %  routed length (um)  up-vias
met3                   1.648                 177        2
met1                   24.27                1948      616
met2                   19.49                1409       42
met4                   1.887                  34        0
met5                       0                   0        -
li1                        -                   -      739
==> state kept, by name, summed over array words and instances (netlist names) <==
| register | count |
|---|---|
| hs | 1 |
| v_count | 10 |
| h_count | 10 |
| vs | 1 |
==> power by group through the flow <==
stage	Sequential, mW	Clock, mW	Combinational, mW
5_1_grt	0.247	0.165	0.0235
6_report	0.246	0.147	0.0207
4_1_cts	0.246	0.155	0.0207
==> cell families after synthesis <==
logic type,count (synthesis),synth area share (%)
adder cells (fa/ha/maj),5,3.994
flip-flops,22,28.11
XOR/XNOR,19,10.62
buffers and inverters,24,7.348
AND/OR/NAND/NOR,92,34.11
multiplexers,2,1.278
AND-OR/OR-AND,33,14.54
==> repair_timing <==
item                       in CTS  in global routing
setup endpoints to repair       0                  6
gates resized                   0                  2
buffers inserted                0                  0
Power figures rest on the tool's default switching activity, not on a simulated workload.
