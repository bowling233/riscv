===== flow/constraint.sdc =====
current_design ALU

set clk_period 14.4
set clk_io_pct 0.2

create_clock -name clk0 -period $clk_period

set non_clock_inputs [all_inputs -no_clocks]
set_input_delay [expr $clk_period * $clk_io_pct] -clock clk0 $non_clock_inputs
set_output_delay [expr $clk_period * $clk_io_pct] -clock clk0 [all_outputs]

===== flow/design.v =====
`timescale 1ns / 1ps
module ALU(
    input [31:0] A,
    input [2:0] ALU_operation,
    input [31:0] B,
    output reg [31:0] res,
    output zero
    );
    always @ (*)
        case (ALU_operation)
            3'b000: res <= A & B;
            3'b001: res <= A | B;
            3'b010: res <= A + B;
            3'b110: res <= A - B;
            3'b111:  
                if (A < B)
                    res <= 32'b1;
                else
                    res <= 32'b0;
            3'b100: res <= ~(A | B);
            3'b101:  
                res <= A >> B[4:0];
            3'b011: res <= A ^ B;
            default: res <= 32'b0;
        endcase
    assign zero = !(|res);
endmodule

===== flow/config.mk =====
export PLATFORM = sky130hd
export DESIGN_NAME = ALU
export DESIGN_NICKNAME = ALU
export VERILOG_FILES = /design/flow/design.v
export SDC_FILE = /design/flow/constraint.sdc
export NUM_CORES = 4
export LEC_CHECK = 1
export CORE_UTILIZATION = 40

===== flow/run.sh =====
#!/bin/bash
# OpenROAD 26Q1-2900-gdf79404cd8, Yosys 0.63+post, stock flow scripts
make -C /OpenROAD-flow-scripts/flow DESIGN_CONFIG=/design/flow/config.mk WORK_HOME=/design/flow/orfs finish

==> impl_metrics.tcl <==
# flow metrics
set metrics [dict create \
    critPathMostFrequentCell "sky130_fd_sc_hd__a31oi_1" \
    placement.io_buffers 100 \
    timing.critical_path.slowest_cell_delay_ns 0.53 \
    critPathSlowestCell "sky130_fd_sc_hd__a31oi_1" \
    critPathBufInv 5 \
    core.rowCount 51 \
    cts.hold.buffers_added 0 \
    gr-total-overflow 0 \
    grt_antenna_before_repair 0 \
    critPathKind "input port to primary output" \
    top_level_ports 100 \
    stage_log_warnings 100 \
    cellPowerDensity_mw_per_mm2 42.8 \
    die_y_um 144 \
    route.vias.total 10094 \
    required_arrival_time_at_the_worst_endpoint_ns 11.52 \
    drv_cap 0 \
    coreArea_mm2 0.0196 \
    cp-end-kind "primary output" \
    yosys_warnings 1 \
    grt_pass1_vias 9070 \
    hpwl_mm 31.8 \
    post-route-drc-count 0 \
    cell_chain_critical_path "clkdlybuf4s50_1 > buf_4 > inv_1 > buf_4 > ha_1 > nor2_1 > o311ai_1 > a311oi_1 > nand4_1 > a31oi_1 > o21ai_0 > a31oi_1 > a31oi_1 > nor4bb_1 > nand4_1 > nor3_2 > clkdlybuf4s50_1" \
    design.seq.count 0 \
    critical_path_peak_fanout 35 \
    critical_path_cell_count 17 \
    total_detailed_routing_wirelength_mm 39.7 \
    ys_chip_area_mm2 0.00803 \
    hold_slack_ns 6.88 \
    combinational_group_share_of_total_power_pct 100.0 \
    setup_viol_count_final 0 \
    top_area_share_pct 15.6 \
    p_switching_uw 240 \
    intPower_uw 151 \
    max_slew_margin_pct 28.1 \
    design.die.area_mm2 0.0206 \
    run_status "complete, no violations" \
    finalWorstPathRequiredPeriod_ns 11.29 \
    rsz0062_at_grt "no" \
    max_clock_freq_ghz 0.0886 \
    period_utilization_pct 78.4 \
    grtUsageTotal_pct 39.4 \
    critical_path.top_delay_family "AND-OR/OR-AND gates" \
    route.antenna.diode_count 0 \
    yosys-top-cells-count "119 x sky130_fd_sc_hd__nor2_1, 102 x sky130_fd_sc_hd__a21oi_1, 102 x sky130_fd_sc_hd__nand2_1, 100 x sky130_fd_sc_hd__ha_1, 99 x sky130_fd_sc_hd__inv_1" \
    yosysCellCount 1201 \
    initial_core_util_pct 41.0 \
    yosysTopAreaCell "sky130_fd_sc_hd__ha_1" \
    syn_area_per_cell_um2 6.69 \
    power.sequential.fraction_pct 0 \
    die_width_um 144 \
    grt_first_pass_wirelength_mm 58.6 \
    cp.arrival_ns 8.41 \
    areaGrowthSynthToFinish_pct 13.9 \
    clock_power_share_pct 0 \
    cp-start-kind "input port" \
    finish.utilization_pct 46.7 \
    yosys.stat.seqShare_pct 0 \
    drt.antenna.violating_nets 0 \
    timing_hold_violations_final 0 \
    final.clkbuf_count 0 \
    largest_cells_by_area_after_synthesis "sky130_fd_sc_hd__ha_1 16%, sky130_fd_sc_hd__a21oi_1 6.4%, sky130_fd_sc_hd__nor2_1 5.6%" \
    grt_max_degree 59 \
    final_routed_wire_length_divided_by_cell_count_um 26.3 \
    postCtsResizedCells 0 \
    fillers 2118 \
    slew_violations 0 \
    netSwitchingFraction_pct 61.4 \
    min_path_type "input port to primary output" \
    p_leak_nw 3.84 \
    place_congestion 1.06 \
    synthCells 1201 \
    top_cell "sky130_fd_sc_hd__nor2_1" \
    vdd_drop_max_v 0.0000179 \
    worstMarginPinSlew_ns 1.06 \
    timing.setup.tns_ns 0 \
    synth.distinct_cells 88 \
    dr.pass1.iters 8 \
    mappedNetlistArea_mm2 0.00803 \
    min_delay_path_depth 6 \
    cts_setup_buffers 0 \
    vias_per_cell 6.70 \
    drive_gt1_share_pct 6.04 \
    seqCellArea_um2 0 \
    first_iter_violations 1234 \
]
## power by group through the flow
stage                 registers, mW  logic [mW]  clock network [mW]
final                             0       0.391                   0
after global routing              0       0.417                   0
after CTS                         0       0.380                   0
## cells by family after synthesis
kind of cell | after synthesis | share of synthesized area, %
simple gates | 400 | 24.2
buf+inv | 183 | 9.32
compound gates | 430 | 36.8
xor+xnor | 8 | 0.873
fa+ha+maj | 102 | 16.1
mux | 78 | 12.7
## layout by cell type, fill, tap and decap left out, drive strengths merged, types with 7 or more instances in the layout
cell type	count
a211o	7
a211oi	24
a21o	14
a21oi	102
a221o	7
a22o	7
a22oi	8
a31oi	27
and3	10
buf	21
clkdlybuf4s50	98
ha	100
inv	101
mux2	17
mux2i	44
mux4	17
nand2	103
nand2b	14
nand3	21
nand3b	7
nand4	19
nor2	119
nor2b	12
nor3	43
nor4	14
o211a	8
o211ai	19
o21a	11
o21ai	61
o21bai	15
o221ai	7
o22a	10
o22ai	27
o31ai	12
o32a	7
or3	10
## per-stage QoR
stage                     total power [mW]  worst slack, ns  instance area (µm²)  cells
after global routing                 0.417             2.84                 9140   1506
after global placement               0.382             3.35                 9140   1506
after detailed placement             0.378             3.32                 9140   1506
after CTS                            0.380             3.31                 9140   1506
after floorplan                      0.231             5.28                 8030   1201
final                                0.391             3.11                 9140   1506
## final timing paths
path	start	endpoint
min	ALU_operation[2]	res[31]
max	B[2]	zero
## layer usage
metal / GRT usage (%) / vias up / wire length, µm
met5: 0 / - / 0
met4: 8.79 / 0 / 1120
met3: 6.65 / 70 / 4340
met2: 57.4 / 642 / 16600
met1: 60.2 / 4773 / 17600
li1: - / 4609 / -
## area by class of cell
cell class                      instances  area, µm²  share of cell area, %
Inverter                              104        390                   4.27
Tap cell                              265        332                   3.63
Timing Repair Buffer                  119       1130                   12.4
Multi-Input combinational cell       1018       7290                   79.7
Power and IR drop assume default switching activity.
